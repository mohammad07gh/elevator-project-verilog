--- design.v ---
`timescale 1ns / 1ps
module proj01(
    input wire clk,
    input wire reset,
    input wire [15:0] floor_request,
    input wire [15:0] elevator1_buttons_up,
    input wire [15:0] elevator1_buttons_down,
    input wire [15:0] elevator2_buttons_up,
    input wire [15:0] elevator2_buttons_down,
    output wire [2:0] elevator1_position, 
    output wire [2:0] elevator2_position,
    output wire [2:0] elevator1_display,
    output wire [2:0] elevator2_display
);
    reg [2:0] state1; 
    reg [2:0] state2;
    reg [15:0] elevator1_target_floor;
    reg [15:0] elevator1_current_floor;
    reg [15:0] elevator2_target_floor;
    reg [15:0] elevator2_current_floor;
	 integer z;
	 reg clk_out;
	 integer z2;
	 reg clk_out2;
	 integer z3;
	 reg clk_out3;
	 always@(negedge clk) 
		begin
		if(reset==1)
		begin
		z<=0;
		clk_out<=0;
		end
		else 
		begin
		if(z==500000)
		begin
		clk_out <= ~clk_out;
		z<=0;
		end
		else 
		z <= z+1;
		end
		end  
		always@(negedge clk) 
		begin
		if(reset==1)
		begin
		z2<=0;
		clk_out2<=0;
		end
		else 
		begin
		if(z2==200000)
		begin
		clk_out2 <= ~clk_out2;
		z2<=0;
		end
		else 
		z2 <= z2+1;
		end
		end  
		always@(negedge clk) 
		begin
		if(reset==1)
		begin
		z3<=0;
		clk_out3<=0;
		end
		else 
		begin
		if(z3==300000)
		begin
		clk_out3 <= ~clk_out3;
		z3<=0;
		end
		else 
		z3 <= z3+1;
		end
		end  
    always @(posedge clk or posedge reset) begin  
        if (reset) begin
            state1 <= 3'b000;
            state2 <= 3'b000;
            elevator1_target_floor <= 16'b0;
            elevator1_current_floor <= 16'b0000000000000000;
            elevator2_target_floor <= 16'b0;
            elevator2_current_floor <= 16'b0000000000000001;
        end else begin
        if (elevator1_buttons_up) begin  
            case (state1)
                0: begin
                    if ((elevator1_buttons_up % 2 == 0) && (clk_out)) begin
                        elevator1_target_floor <= elevator1_buttons_up;
                        if (elevator1_current_floor < elevator1_target_floor)
                            elevator1_current_floor <= elevator1_current_floor + 2;
                        state1 <= 1;
								if (elevator1_buttons_up == elevator1_current_floor)
                        state1 <= 0;
                    end
                end
                1: begin
                    if ((elevator1_buttons_up) % 2 == 0 && (clk_out2)) begin
                        elevator1_target_floor <= elevator1_buttons_up;
                        if (elevator1_current_floor < elevator1_target_floor)
                            elevator1_current_floor <= elevator1_current_floor + 2;
                        else
                            state1 <= 2;
                    end
                end
                2: begin
                    if ((elevator1_buttons_up % 2 == 0) && (clk_out2)) begin
                        elevator1_target_floor <= elevator1_buttons_up;
                        if (elevator1_current_floor > elevator1_target_floor)
                            elevator1_current_floor <= elevator1_current_floor - 2;
                        else
                            state1 <= 0;
                    end
                end
            endcase
        end
        if (elevator1_buttons_down) begin  
            case (state1)
                0: begin
                    if ((elevator1_buttons_down % 2 == 0) && (clk_out)) begin
                        elevator1_target_floor <= elevator1_buttons_down;
                        if (elevator1_current_floor < elevator1_target_floor)
                            elevator1_current_floor <= elevator1_current_floor + 2;
                        state1 <= 1;
								if (elevator1_buttons_down == elevator1_current_floor)
                        state1 <= 0;
                    end
                end
                1: begin
                    if ((elevator1_buttons_down) % 2 == 0 && (clk_out2)) begin
                        elevator1_target_floor <= elevator1_buttons_down;
                        if (elevator1_current_floor < elevator1_target_floor)
                            elevator1_current_floor <= elevator1_current_floor + 2;
                        else
                            state1 <= 2;
                    end
                end
                2: begin
                    if ((elevator1_buttons_down % 2 == 0) && (clk_out2)) begin
                        elevator1_target_floor <= elevator1_buttons_down;
                        if (elevator1_current_floor > elevator1_target_floor)
                            elevator1_current_floor <= elevator1_current_floor - 2;
                        else
                            state1 <= 0;
                    end
                end
            endcase
        end
        if (elevator2_buttons_down) begin  
            case (state2)
                0: begin
                    if ((elevator2_buttons_down % 2 != 0) && (clk_out)) begin
                        elevator2_target_floor <= elevator2_buttons_down;
                        if (elevator2_current_floor < elevator2_target_floor)
                            elevator2_current_floor <= elevator2_current_floor + 2;
                        state2 <= 1;
								if (elevator2_buttons_down == elevator2_current_floor)
                        state2 <= 0;
                    end
                end
                1: begin
                    if ((elevator2_buttons_down % 2 != 0) && (clk_out3)) begin
                        elevator2_target_floor <= elevator2_buttons_down;
                        if (elevator2_current_floor < elevator2_target_floor)
                            elevator2_current_floor <= elevator2_current_floor + 2;
                        else
                            state2 <= 2;
                    end
                end
                2: begin
                    if ((elevator2_buttons_down % 2 != 0) && (clk_out3)) begin
                        if (elevator2_current_floor > elevator2_target_floor)
                            elevator2_current_floor <= elevator2_current_floor - 2;
                        else
                            state2 <= 0;
                    end
                end
            endcase
        end
        if (elevator2_buttons_up) begin  
            case (state2)
                0: begin
                    if ((elevator2_buttons_up % 2 != 0) && (clk_out)) begin
                        elevator2_target_floor <= elevator2_buttons_up;
                        if (elevator2_current_floor < elevator2_target_floor)
                            elevator2_current_floor <= elevator2_current_floor + 2;
                        state2 <= 1;
								if (elevator2_buttons_up == elevator2_current_floor)
                        state2 <= 0;
                    end
                end
                1: begin
                    if ((elevator2_buttons_up % 2 != 0) && (clk_out3)) begin
                        elevator2_target_floor <= elevator2_buttons_up;
                        if (elevator2_current_floor < elevator2_target_floor)
                            elevator2_current_floor <= elevator2_current_floor + 2;
                        else
                            state2 <= 2;
                    end
                end
                2: begin
                    if ((elevator2_buttons_up % 2 != 0) && (clk_out3)) begin
                        if (elevator2_current_floor > elevator2_target_floor)
                            elevator2_current_floor <= elevator2_current_floor - 2;
                        else
                            state2 <= 0;
                    end
                end
            endcase
        end
        if (floor_request) begin  
            case (state1)
                0: begin
                    if ((floor_request % 2 == 0) && (clk_out)) begin
                        elevator1_target_floor <= floor_request;
                        if (elevator1_current_floor < elevator1_target_floor)
                            elevator1_current_floor <= elevator1_current_floor + 2;
                        state1 <= 1;
								if (floor_request == elevator1_current_floor)
                        state1 <= 0;
                    end
                end
                1: begin
                    if ((floor_request) % 2 == 0 && (clk_out2)) begin
                        elevator1_target_floor <= floor_request;
                        if (elevator1_current_floor < elevator1_target_floor)
                            elevator1_current_floor <= elevator1_current_floor + 2;
                        else
                            state1 <= 2;
                    end
                end
                2: begin
                    if ((floor_request % 2 == 0) && (clk_out2)) begin
                        elevator1_target_floor <= floor_request;
                        if (elevator1_current_floor > elevator1_target_floor)
                            elevator1_current_floor <= elevator1_current_floor - 2;
                        else
                            state1 <= 0;
                    end
                end
            endcase
            case (state2)
                0: begin
                    if ((floor_request % 2 != 0) && (clk_out)) begin
                        elevator2_target_floor <= floor_request;
                        if (elevator2_current_floor < elevator2_target_floor)
                            elevator2_current_floor <= elevator2_current_floor + 2;
                        state2 <= 1;
								if (floor_request == elevator2_current_floor)
                        state2 <= 0;
                    end
                end
                1: begin
                    if ((floor_request % 2 != 0) && (clk_out3)) begin
                        elevator2_target_floor <= floor_request;
                        if (elevator2_current_floor < elevator2_target_floor)
                            elevator2_current_floor <= elevator2_current_floor + 2;
                        else
                            state2 <= 2;
                    end
                end
                2: begin
                    if ((floor_request % 2 != 0) && (clk_out3)) begin
                        if (elevator2_current_floor > elevator2_target_floor)
                            elevator2_current_floor <= elevator2_current_floor - 2;
                        else
                            state2 <= 0;
                    end
                end
            endcase
        end
        end
    end
	 assign {g2, f2, e2, d2, c2, b2, a2, g, f, e, d, c, b, a} =
        (floor_request == 0) ? 14'b00000010000001 :
        (floor_request == 1) ? 14'b00000011001111 :
        (floor_request == 2) ? 14'b00000010010010 :
        (floor_request == 3) ? 14'b00000010000110 :
        (floor_request == 4) ? 14'b00000011001100 :
        (floor_request == 5) ? 14'b00000010100100 :
        (floor_request == 6) ? 14'b00000010100000 :
        (floor_request == 7) ? 14'b00000010001111 :
        (floor_request == 8) ? 14'b00000010000000 :
        (floor_request == 9) ? 14'b00000010000100 :
        (floor_request == 10) ? 14'b10011110000001 :
        (floor_request == 11) ? 14'b10011111001111 :
        (floor_request == 12) ? 14'b10011110010010 :
        (floor_request == 13) ? 14'b10011110000110 :
        (floor_request == 14) ? 14'b10011111001100 :
        (floor_request == 15) ? 14'b10011110100100 :
        14'b111111111111111;
    assign elevator1_position = state1;
    assign elevator2_position = state2;
endmodule
--- run.sh ---
#!/bin/bash
# OpenROAD 26Q1-2900-gdf79404cd8, Yosys 0.63+post, stock flow scripts
make -C /OpenROAD-flow-scripts/flow DESIGN_CONFIG=/design/flow/config.mk WORK_HOME=/design/flow/orfs finish
--- config.mk ---
export PLATFORM = sky130hd
export DESIGN_NAME = proj01
export DESIGN_NICKNAME = proj01
export VERILOG_FILES = /design/flow/design.v
export SDC_FILE = /design/flow/constraint.sdc
export NUM_CORES = 4
export LEC_CHECK = 1
export CORE_UTILIZATION = 40
--- constraint.sdc ---
current_design proj01

set clk_period 9.8
set clk_io_pct 0.2

create_clock -name clk0 -period $clk_period [get_ports {clk}]

set non_clock_inputs [all_inputs -no_clocks]
set_input_delay [expr $clk_period * $clk_io_pct] -clock clk0 $non_clock_inputs
set_output_delay [expr $clk_period * $clk_io_pct] -clock clk0 [all_outputs]
==> Slide: Implementation Results <==
Key Metrics from the Run

Route
  • Via density: 6.22
  • DR iter-0 viols: 1567
  • DR DRC count: 0
  • DRT Wirelength: 62900 µm
  • Wire per inst: between 20 and 25 µm
  • Post-DRT Antenna Nets: 0
  • Drt pass-1 iters: 5
  • Via Count: roughly 17000
  • Ant diodes: 0

Floorplanning
  • Die height: just under 200 µm
  • Io pins: roughly 94
  • Std-Cell Rows: ~70
  • Core Box Area: 37000 µm²
  • Init Core Util: approximately 40%
  • Die X: around 200 µm
  • Die area: between 30000 and 40000 µm²

Final layout
  • FILL cells: approximately 3600
  • Logic area: 10600 µm²
  • Commonest Layout Cell: nor2_1
  • Register area: ~3700 µm²
  • Non-filler cells, final: 2724
  • Layout cells sized above 1: under 10%
  • Core Util, Final: a little under half
  • Area grow syn2layout: 16.4%
  • Most frequent cells in the layout: nor2_1 (215), nand2_1 (208), inv_1 (165)

Worst setup path
  • Dominant delay contributor by cell family on the critical path: simple AND/OR/NAND/NOR gates
  • Worst R2R End: elevator2_current_floor[11]
  • Setup crit end: elevator2_current_floor[11]
  • Worst EP required: 10200 ps
  • Crit Path Class: reg2reg
  • R2R depth: 8
  • Worst path depth: 8
  • Critical path, cell by cell: nand2_1 > nor2_1 > buf_4 > nor2_1 > or4_1 > a221o_1 > a32o_1 > nand2_1
  • Crit path arrival time: 8520 ps
  • Setup crit start kind: flip-flop
  • Crit path launch: clk_out
  • Reg2reg setup slack: around 1700 ps
  • Worst R2R Start: clk_out
  • Max stage delay on crit path: approximately 740 ps
  • CP max stage cell: dfxtp_1
  • Worst path buffer plus inverter count: 1
  • Critical path endpoint category: flip-flop
  • Maximum fanout along the worst path: 15

Final timing
  • Worst-Margin Slew: ~970 ps
  • Final setup violation count: 0
  • Hold Fails Final Rpt: 0
  • Max Transition Viols Final: 0
  • Max_slew headroom: between 30% and 40%
  • Final Skew: between 30 and 40 ps
  • RSZ-0062 raised after global routing: false
  • Setup TNS: 0 ps

Worst hold path
  • Hold WC Path Type: reg2reg

Power
  • Gate power share: about 50%
  • Leak: 6.85 nW
  • Switch Pwr: between 1.5 and 2 mW
  • Clk pwr share: between 20% and 30%
  • VDD IR max: 0.141 mV
  • Switching share of power: between 40% and 50%
  • Flop pwr share: 24.8%
  • Internal: ~1.8 mW
  • PwrDens: 201 nW/µm²

Synthesis
  • Asr flop ratio synth: 40.7%
  • Main flop type: dfxtp_1
  • Sequential share of the synthesized area: 24.3%
  • EDFF count, synth: 0
  • Synthesized registers: ~170
  • Yosys warns: 22
  • Post-Syn Instances: approximately 2100
  • Post-synth cell types: between 90 and 100
  • Cells in synth_stat.txt: ~2100
  • Mapped Area: 15100 µm²
  • Yosys chip area: ~15000 µm²
  • Syn avg cell area: ~7.3 µm²

CTS
  • Worst-skew pair later-pin latency: around 470 ps
  • Root Driver: clkbuf_16
  • Clock tree buffer depth: 2
  • Post-cts sizing count: 0
  • Depth of the CTS H-tree: 4
  • Post-CTS setup buffers: 0
  • Clk sinks: around 170
  • Cts bufs inserted: 17
  • Reg clk slew, reported paths: around 80 ps
  • Cts hold-fix bufs: 0
  • CTS tree: built

Global routing
  • Largest net degree at the start of global routing: 39
  • Vias in the first global route: 16166
  • Total GRT Usage: around a third
  • GRT overflow: 0
  • First-pass GRT wire length: just under 100000 µm
  • Antenna violations before repair: 0

Placement
  • Placed instance count: roughly 2600
  • Post-DP HPWL: 43900 µm
  • GP Congestion: a little over 1
  • Port bufs: ~87

Outcome
  • Status: completed

Flow run
  • Max Cap Violations: 0
  • Tool warnings: approximately 130
[flip-flops by register name (all words and copies together) (netlist names)]
name                     count
elevator1_current_floor     15
state2                       3
state1                       3
clk_out3                     1
z                           32
elevator2_target_floor      16
elevator2_current_floor     15
z2                          32
elevator1_target_floor      16
clk_out2                     1
z3                          32
clk_out                      1
[cell families after synthesis]
logic type	share of synthesized area (%)
and+or+nand+nor	26.7
DFF	24.3
adders and majority gates	3.30
other	0.0248
muxes	1.32
buffers and inverters	5.81
AOI/OAI and AO/OA	25.4
xor gates and xnor gates	13.1
[metal layers]
layer  wire length, µm  GRT usage, %  share of wire, %  up-vias
met4              2510          12.7               4.0        0
met5                 0             0                 0        -
met3              7540          9.81                12      196
met2             26000          47.1                41     1005
li1                  -             -                 -     7874
met1             26900          48.9                43     7868
[power groups by stage]
stage / Combinational, mW / Clock, mW / Sequential [mW]
4_1_cts: 1.74 / 0.899 / 0.873
5_1_grt: 1.93 / 0.963 / 0.885
6_report: 1.79 / 0.871 / 0.876
[worst min path at each step]
stage                 depth (start not counted)  from  endpoint
after CTS                                     1  z[0]      z[0]
final                                         1  z[0]      z[0]
after global routing                          1  z[0]      z[0]
[layout make-up]
cell class	count	area share [%]
clock inverter	114	3.17
timing repair buffer	161	8.09
tap	504	3.58
sequential	167	20.9
inverter	67	1.43
clock buffer	17	2.41
multi-input combinational	1694	60.4
[through the flow]
stage | area, µm² | hold slack [ps] | total power [mW] | worst slack [ps]
detailed placement | 16600 | 454 | 2.68 | 1460
global route | 17600 | 476 | 3.78 | 1680
floorplan | 15200 | 430 | 2.11 | 704
CTS | 17600 | 462 | 3.51 | 1840
global placement | 16600 | 442 | 2.68 | 1510
finish | 17600 | 459 | 3.54 | 1680
[synthesized netlist by cell type (all sizes together), types with 9 or more instances]
master,count,area [µm²]
o211ai,27,208
o32ai,9,78.8
a31oi,26,163
nor2,217,815
o21ai,133,669
a211oi,19,160
clkbuf,113,424
nor3,56,290
a21o,14,105
nand2b,9,56.3
buf,39,200
o221ai,25,219
inv,68,255
o22ai,32,200
o31ai,11,82.6
ha,40,500
and2,23,144
dfrtp,68,1700
nand4,52,325
nand3,77,385
or2,11,68.8
and3,26,163
a32oi,12,105
xnor2,108,946
a21oi,150,751
nor4,64,419
mux2i,20,200
and4,13,114
xor2,118,1030
dfxtp,99,1980
or3,24,155
nand2,208,781
No activity file was given, so power comes from the tool's default toggle rates.
